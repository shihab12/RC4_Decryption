===== ./design.v =====
module ksa_part2a(reset,start_2a, CLOCK_50, finish_2a, data_i, ask_i,  
 i_a, j_a, enable_a, finish_swapping, start_swapping);
input logic CLOCK_50, reset, start_2a, finish_swapping;
 logic [23:0] secret_key;
 logic [17:0] state;
output reg [7:0] i_a, j_a; 
input logic [7:0] data_i;
logic [2:0] modulo;
output logic start_swapping, enable_a, finish_2a, ask_i;
parameter idle = 					18'b000_001_0000_0000_0001;
parameter send_i = 				18'b000_010_0000_0000_0010;
parameter wait_si = 				18'b000_011_0000_0000_0100;
parameter read_si = 				18'b000_100_0000_0000_1000;
parameter calculate_modulo = 	18'b000_101_0000_0001_0000;
parameter calculate_j =  		18'b000_110_0000_0010_0000;
parameter send_j = 				18'b000_111_0000_0100_0000;
parameter start_swap = 			18'b001_000_0000_1000_0000;
parameter wait_swap = 			18'b001_001_0001_0000_0000;
parameter increment_i = 		18'b001_010_0010_0000_0000;
parameter finish = 				18'b001_011_0100_0000_0000;
parameter wait_calculate_modulo = 18'b001_100_1000_0000_0000;
always@(*) begin
if(modulo == 3'd0)
	secret_key = 24'd1;
else if(modulo == 3'd1)
	secret_key = 24'd2;
else if(modulo == 3'd2)
	secret_key = 24'd73;
	end
always_ff@(posedge CLOCK_50 or posedge reset)begin
if(reset)
	state <= idle;
else begin
	case(state) 
		idle : begin if(start_2a)
			state <= send_i;
			else 
			state <= idle;
			end
		send_i : state <= wait_si;
		wait_si : state <= read_si;
		read_si : state <= calculate_modulo;
		calculate_modulo : state <= wait_calculate_modulo;
		wait_calculate_modulo: state <= calculate_j;
		calculate_j : state <= send_j;
		send_j : state <= start_swap;
		start_swap : state <= wait_swap;
		wait_swap : begin if(finish_swapping)
				state <= increment_i;
				else
				state <= wait_swap;
				end
		increment_i : begin if(i_a <= 8'd255)
							state <= idle;
							else
							state <= finish;
						end
		finish : state <= finish;
		default : state <= idle;
	endcase
	end
	end
	always_ff@(posedge CLOCK_50)begin
	if(reset)
	{i_a, j_a, start_swapping, modulo, finish_2a, enable_a, ask_i} <= {8'b0, 8'b0, 1'b0, 1'b0};
	else begin
	case(state)
	idle : {i_a, j_a, start_swapping, modulo, ask_i} <= {i_a, j_a, start_swapping, modulo, ask_i};
	send_i : {i_a, j_a, start_swapping, modulo, ask_i} <= {i_a, j_a, start_swapping, modulo, state[1]};
	wait_si : {i_a, j_a, start_swapping, modulo, ask_i} <= {i_a, j_a, start_swapping, modulo, ask_i};
	read_si : {i_a, j_a, start_swapping, modulo, ask_i} <= {i_a, j_a, start_swapping, modulo, ask_i};
	calculate_modulo : {i_a, j_a, start_swapping, modulo, ask_i} <= {i_a, j_a, start_swapping, i_a%3, ask_i};
	calculate_j : {i_a, j_a, start_swapping, modulo,  ask_i} <= {i_a, (i_a+data_i+secret_key) , start_swapping, modulo, ask_i};
	send_j : {i_a, j_a, start_swapping, modulo,  ask_i} <= {i_a, j_a, start_swapping, modulo,  ask_i};
	start_swap : {i_a, j_a, start_swapping, modulo, ask_i} <= {i_a, j_a, state[7], modulo,  ask_i};
	wait_swap : {i_a, j_a, start_swapping, modulo, ask_i} <= {i_a, j_a, start_swapping, modulo, ask_i};
	increment_i : {i_a, j_a, start_swapping, modulo, ask_i} <= {(i_a +1'b1), j_a, start_swapping, modulo, ask_i};
	finish : {i_a, j_a, start_swapping, modulo, finish_2a, ask_i} <= {8'b0, 8'b0, 1'b0, 3'b0, 1'b0, 1'b0, 1'b0};
	wait_calculate_modulo : {i_a, j_a, start_swapping, modulo, finish_2a, ask_i} <= {i_a, j_a, start_swapping, modulo, finish_2a, ask_i};
	default : {i_a, j_a, start_swapping, modulo, finish_2a, enable_a, ask_i} <= {8'b0, 8'b0, 1'b0, 3'b0, 1'b0, 1'b0, 1'b0};
	endcase
	end
	end
	endmodule

===== ./run.sh =====
#!/bin/bash
# OpenROAD 26Q1-2900-gdf79404cd8, Yosys 0.63+post, stock flow scripts
make -C /OpenROAD-flow-scripts/flow DESIGN_CONFIG=/design/flow/config.mk WORK_HOME=/design/flow/orfs finish

===== ./config.mk =====
export PLATFORM = sky130hd
export DESIGN_NAME = ksa_part2a
export DESIGN_NICKNAME = ksa_part2a
export VERILOG_FILES = /design/flow/design.v
export SDC_FILE = /design/flow/constraint.sdc
export NUM_CORES = 4
export LEC_CHECK = 1
export CORE_UTILIZATION = 30

===== ./constraint.sdc =====
current_design ksa_part2a

set clk_period 6.0
set clk_io_pct 0.2

create_clock -name clk0 -period $clk_period [get_ports {CLOCK_50}]

set non_clock_inputs [all_inputs -no_clocks]
set_input_delay [expr $clk_period * $clk_io_pct] -clock clk0 $non_clock_inputs
set_output_delay [expr $clk_period * $clk_io_pct] -clock clk0 [all_outputs]

==> run_results.csv <==
group,metric,value,unit
drt,drc_errors,0,
final_timing,fin_setup_tns,0,ps
final_timing,finalCritPeriodShare,83.4,%
synthesis,postSynthCellCount,432,
global_routing,grt_pass1_wl,15.8,mm
placement,hpwlAfterDp,7.41,mm
floorplan,chipArea,0.0122,mm²
cts,clk_pin_slew_worst_paths,60,ps
drt,num_antenna_cells,0,
synthesis,flop_cell,"dfxtp_1",
drt,vias,3343,
synthesis,synth-seq-cells,40,
synthesis,yosys_warnings,1,
synthesis,synth-edff-count,0,
final_timing,max-slew-margin-rel,46.8,%
setup_path,r2r-start,"i_a[4]$_SDFFE_PP0P_",
cts,clock.latency.late_pin,280,ps
synthesis,synth_cell_types,86,
finish,register_area,868,µm²
synthesis,yosys-top-cells-area,"dfxtp_1, dfrtp_1, ha_1, a21oi_1, nor2_1",
run,cap_violations,0,
drt,viasPerCell,5.65,
min_path,min_from,"modulo[0]$_SDFFE_PP0P_",
final_timing,timing.fmax,0.200,GHz
synthesis,yosys-stat-area,0.00352,mm²
finish,postLayoutCoreUtil,35.7,%
min_path,min_delay_path_depth,2,
placement,place_congestion,0.875,
synthesis,synth_area,0.00352,mm²
min_path,hold_end,"modulo[0]$_SDFFE_PP0P_",
synthesis,avgSynthCellArea,8.16,µm²
setup_path,crit_start,"i_a[4]$_SDFFE_PP0P_",
setup_path,critPathLaunchType,"register",
drt,drtIter0Drc,268,
cts,cts_buffers,5,
final_timing,untimed_endpoints,3,
setup_path,worst_ep_arrival_time,5220,ps
global_routing,grt_start_max_net_pins,28,
synthesis,ys_cells,432,
drt,wl_per_cell,16.3,µm
final_timing,worst_pin_slew,797,ps
cts,cts_setup_buffers,0,
placement,dp_cells,584,
setup_path,critical_path_class,"reg -> reg",
global_routing,gr-total-overflow,0,
cts,root_buffer,"clkbuf_16",
global_routing,grt_pass1_vias,3094,
cts,cts_tree,"built",
setup_path,critical_path.slowest_cell,"dfxtp_1",
drt,dr.pass1.iters,4,
setup_path,crit_chain,"and4b_1 -> or3_4 -> a32o_1 -> a211oi_2 -> a21oi_1 -> ha_1 -> a21oi_2 -> and2_1 -> nand2b_1 -> xnor2_1 -> ha_1 -> nor4_1 -> a211o_1 -> or4_4 -> a31o_1 -> o2111a_1 -> nor2_1",
setup_path,r2r_slack,1000,ps
power_and_ir_drop,ir_drop,0.000199,V
setup_path,required,6220,ps
final_timing,finalClockSkew,3.27,ps
final_timing,slew_viol_final,0,
setup_path,critPathMaxStageDelay,830,ps
floorplan,ios,32,
outcome,run_status,"finished, final reports clean",
setup_path,reg2reg_to,"i_a[1]$_SDFFE_PP0P_",
final_timing,hold_viol,0,
final_timing,rsz0062_at_grt,"no",
global_routing,antenna_found_initial,0,
finish,fill_cells,1170,
floorplan,fp.dieW,110,µm
final_timing,setup_viol,0,
run,tool_warnings,28,
finish,stdcell_count,592,
power_and_ir_drop,p_per_area,170,mW/mm²
cts,htree_levels,2,
floorplan,initial_core_util,30.9,%
floorplan,num_rows,39,
setup_path,cp_max_fo,26,
synthesis,synthArstFlopShare,40.0,%
synthesis,netlist.top_cell.by_area,"dfxtp_1",
cts,cts_resized,0,
cts,cts_hold_buffers,0,
power_and_ir_drop,p_leak,1.56,nW
setup_path,ff2ff_path_depth,17,
cts,cts.path.max_buffers,2,
final_timing,period_needed,5000,ps
finish,layout-area-overhead-vs-synth,15.6,%
placement,numPortBuffers,29,
setup_path,crit_top_cell,"ha_1",
setup_path,cp-end-kind,"register",
floorplan,fp.dieH,110,µm
finish,comb_area,0.00246,mm²
final_timing,unclocked_pins,3,
finish,drive_above_1_share,9.13,%
drt,ant_nets,0,
floorplan,core,0.0114,mm²
drt,drt_wl_total,9.66,mm
synthesis,synth.top_cell.area_share,11.9,%
min_path,min_path_type,"reg -> reg",
global_routing,grt_util_all_layers,16.9,%
report_power, final:
group / internal, mW / switching, mW / leakage, nW / total, mW
sequential: 0.265 / 0.0104 / 0.408 / 0.275
clock: 0.197 / 0.104 / 0.0800 / 0.300
combinational: 0.0399 / 0.0763 / 1.07 / 0.116
through the flow:
stage / setup WS (ps) / hold slack (ps) / area (µm²) / total power, mW
2_1_floorplan: 888 / 433 / 3530 / 0.358
3_3_place_gp: 1170 / 450 / 3900 / 0.397
3_5_place_dp: 1070 / 459 / 3900 / 0.395
4_1_cts: 1050 / 466 / 4070 / 0.697
5_1_grt: 639 / 493 / 4070 / 0.722
6_report: 999 / 464 / 4070 / 0.691
flip-flops by register name (all words and copies together) (netlist names):
register / count
ask_i: 1
i_a: 8
j_a: 8
modulo: 3
secret_key: 3
start_swapping: 1
state: 16
cells by family (layout without fill, tap and decap cells):
family	Yosys count	count (layout)	synth area share (%)
simple gates	179	179	29.5
compound gates	130	130	27.2
buf+inv	44	60	5.54
flops	37	37	23.4
fa+ha+maj	23	23	9.16
xor+xnor	13	13	3.23
latches	3	3	1.28
mux	2	2	0.568
other cells	1	2	0.106
cells in the mapped netlist (3+ instances only):
| cell type | instances |
|---|---|
| nor2_1 | 39 |
| a21oi_1 | 32 |
| nand2_1 | 24 |
| dfxtp_1 | 21 |
| inv_1 | 19 |
| ha_1 | 17 |
| nand3_1 | 17 |
| o21ai_0 | 16 |
| dfrtp_1 | 14 |
| nor3_1 | 13 |
| clkbuf_1 | 12 |
| and2_1 | 9 |
| nand2b_1 | 9 |
| xnor2_1 | 9 |
| a22oi_1 | 8 |
| nor2b_1 | 8 |
| o22ai_1 | 7 |
| buf_2 | 6 |
| nor4_1 | 6 |
| o21a_1 | 6 |
| or4_1 | 6 |
| a21o_1 | 5 |
| and4b_1 | 5 |
| fa_1 | 5 |
| o21bai_1 | 5 |
| a31o_2 | 4 |
| buf_4 | 4 |
| nand4_1 | 4 |
| nor4bb_1 | 4 |
| xor2_1 | 4 |
| a211o_1 | 3 |
| a211oi_1 | 3 |
| a31oi_1 | 3 |
| and3_1 | 3 |
| dlxtn_1 | 3 |
| nand3b_1 | 3 |
| nor3b_1 | 3 |
| o211ai_1 | 3 |
| o21ai_1 | 3 |
| o221ai_1 | 3 |
| or2_2 | 3 |
| or3_1 | 3 |
worst max-delay path: cells and delay by family (launching register included):
| kind | cells | cell delay [ps] |
|---|---|---|
| fa+ha+maj | 2 | 570 |
| flops | 1 | 830 |
| xor+xnor | 1 | 200 |
| compound gates | 7 | 1680 |
| simple gates | 7 | 1640 |
metal layers:
metal | vias up | routed length, µm | global-route usage, %
li1 | 1653 | - | -
met1 | 1613 | 4320 | 23.9
met2 | 65 | 4900 | 29.1
met3 | 12 | 318 | 1.26
met4 | 0 | 116 | 2.07
met5 | - | 0 | 0
area by class of cell:
| type | count | area share [%] |
|---|---|---|
| Inverter | 19 | 1.75 |
| Clock buffer | 5 | 3.07 |
| Multi-Input combinational cell | 349 | 60.5 |
| Timing Repair Buffer | 33 | 7.86 |
| Clock inverter | 3 | 1.14 |
| Tap cell | 143 | 4.39 |
| Sequential cell | 40 | 21.3 |
worst max-delay path by stage:
| stage | endpoint | slack (ps) | depth (start not counted) |
|---|---|---|---|
| after CTS | i_a[1]$_SDFFE_PP0P_ | 1050 | 17 |
| final | i_a[1]$_SDFFE_PP0P_ | 1000 | 17 |
| after global routing | i_a[1]$_SDFFE_PP0P_ | 640 | 17 |
cells in the final DEF (no fill, tap or decap), types with 4 or more instances in the layout:
master	count
o21ai_0	16
xor2_1	4
and2_1	9
fa_1	5
nand4_1	4
ha_1	17
dfxtp_1	21
clkdlybuf4s50_1	29
clkbuf_16	5
nor2b_1	8
buf_4	4
nand2b_1	9
a21o_1	5
o21a_1	6
nor2_1	39
o21bai_1	5
and4b_1	5
inv_1	19
or4_1	6
a22oi_1	8
xnor2_1	9
o22ai_1	7
nor3_1	13
a21oi_1	32
nor4bb_1	4
nor4_1	6
dfrtp_1	14
a31o_2	4
nand2_1	24
nand3_1	17
Power figures rest on the tool's default switching activity, not on a simulated workload.
