## flow/config.mk

```make
export PLATFORM = sky130hd
export DESIGN_NAME = SevenSegmentDisplayDecoder
export DESIGN_NICKNAME = SevenSegmentDisplayDecoder
export VERILOG_FILES = /design/flow/design.v
export SDC_FILE = /design/flow/constraint.sdc
export NUM_CORES = 4
export LEC_CHECK = 1
export CORE_AREA = 10 10 70 70
export DIE_AREA = 0 0 80 80
```

## flow/constraint.sdc

```tcl
current_design SevenSegmentDisplayDecoder

set clk_period 1.1
set clk_io_pct 0.2

create_clock -name clk0 -period $clk_period

set non_clock_inputs [all_inputs -no_clocks]
set_input_delay [expr $clk_period * $clk_io_pct] -clock clk0 $non_clock_inputs
set_output_delay [expr $clk_period * $clk_io_pct] -clock clk0 [all_outputs]
```

## flow/design.v

```verilog
module SevenSegmentDisplayDecoder(ssOut, nIn,clk);
  output [6:0] ssOut;
  reg [6:0] ssOut_tmp;
  input [3:0] nIn;
  input clk;
  always @(clk)
    case (nIn)
      4'h0: ssOut_tmp = 7'b0111111;
      4'h1: ssOut_tmp = 7'b0000110;
      4'h2: ssOut_tmp = 7'b1011011;
      4'h3: ssOut_tmp = 7'b1001111;
      4'h4: ssOut_tmp = 7'b1100110;
      4'h5: ssOut_tmp = 7'b1101101;
      4'h6: ssOut_tmp = 7'b1111101;
      4'h7: ssOut_tmp = 7'b0000111;
      4'h8: ssOut_tmp = 7'b1111111;
      4'h9: ssOut_tmp = 7'b1101111;
      4'hA: ssOut_tmp = 7'b1110111;
      4'hB: ssOut_tmp = 7'b1111100;
      4'hC: ssOut_tmp = 7'b0111001;
      4'hD: ssOut_tmp = 7'b1011110;
      4'hE: ssOut_tmp = 7'b1111001;
      4'hF: ssOut_tmp = 7'b1110001;
    endcase
	assign ssOut = ~ssOut_tmp;
endmodule
```

## flow/run.sh

```bash
#!/bin/bash
# OpenROAD 26Q1-2900-gdf79404cd8, Yosys 0.63+post, stock flow scripts
make -C /OpenROAD-flow-scripts/flow DESIGN_CONFIG=/design/flow/config.mk WORK_HOME=/design/flow/orfs finish
```

==> tab_implementation.tex <==
% Implementation results table
\begin{tabular}{lr}
\hline
Metric & Value \\
\hline
\multicolumn{2}{l}{\textbf{Run status}} \\
\quad Outcome & complete, but fails checks \\
\quad Failing checks & setup timing \\
\multicolumn{2}{l}{\textbf{GRT}} \\
\quad Antenna violations before repair & 0 \\
\quad Pin count of the biggest net entering global routing & 8 \\
\quad Overall overflow remaining after global route & 0 \\
\quad Via count of the first global-routing pass & 294 \\
\quad GRT Resource Usage Total & 2.75\% \\
\quad First-pass GRT wire length & 1490 um \\
\multicolumn{2}{l}{\textbf{Setup path}} \\
\quad Worst Path Max Fanout & 4 \\
\quad Cell-by-cell listing of the critical path & buf\_8, clkinv\_8, ha\_4, inv\_2, mux4\_2, buf\_2 \\
\quad Peak per-stage delay on the critical path & 0.45 ns \\
\quad CP Class & input pin to output pin \\
\quad Crit start category & input pin \\
\quad Arr. time, crit path & 1.24 ns \\
\quad Critical path required time & 0.88 ns \\
\quad Category of cells accounting for the largest share of critical-path delay & multiplexers \\
\quad Crit path buffers/inverters & 4 \\
\quad Category of the worst setup path capture point & output pin \\
\quad Standard cell with the maximum stage delay on the critical path & sky130\_fd\_sc\_hd\_\_mux4\_2 \\
\multicolumn{2}{l}{\textbf{Drt}} \\
\quad Vias after detailed routing & 301 \\
\quad Number of optimization iterations in the first detailed-route pass & 4 \\
\quad Wire length reported by the detailed router & 972 um \\
\quad Iteration-0 DRC count of the detailed router & 15 \\
\quad DRC violation count after routing & 0 \\
\quad Via density per instance & 3.04 \\
\quad Final antenna diode count & 0 \\
\quad Wire length per cell & 9.82 um \\
\quad Final antenna-violating net count & 0 \\
\multicolumn{2}{l}{\textbf{Die}} \\
\quad Die width & 80 um \\
\quad Die height & 80 um \\
\quad Fp util & 7.40\% \\
\quad Standard-cell row count & 21 \\
\quad Die area & 6400 um\^{}2 \\
\quad Number of top-level pins & 12 \\
\quad Placeable Area & 3420 um\^{}2 \\
\multicolumn{2}{l}{\textbf{STA}} \\
\quad Pin slew with the least headroom to its limit & 0.195 ns \\
\quad Unrepaired setup endpoints after global routing & yes \\
\quad Number of slew-limit violations in the final report & 0 \\
\quad Worst slew margin relative to its limit & 87.0\% \\
\quad Number of endpoints with negative hold slack in the final report & 0 \\
\quad Timing-limited maximum frequency & 686 MHz \\
\quad Final WS setup & -0.357 ns \\
\quad Fraction of the cycle the final worst path needs & 132\% \\
\quad Final setup violating endpoints & 7 \\
\quad Final critical-path required period & 1.46 ns \\
\multicolumn{2}{l}{\textbf{Power and ir drop}} \\
\quad Clock power share & 0\% \\
\quad Net Sw Frac & 40.8\% \\
\quad Share of total power in combinational logic & 100.0\% \\
\quad Static power due to leakage & 0.000279 uW \\
\quad Part of the total power dissipated in sequential elements & 0\% \\
\quad Total power & 219 uW \\
\quad Switching power & 89.2 uW \\
\quad IR Drop Worst-Case VDD & 0.122 mV \\
\quad Internal Dissipation & 129 uW \\
\quad Ratio of total power to cell area & 345 nW/um\^{}2 \\
\multicolumn{2}{l}{\textbf{Yosys}} \\
\quad Share of the synthesized netlist area taken by xor and xnor gates & 0\% \\
\quad Number of cells in the yosys synthesis report & 31 \\
\quad Number of unique standard cell types used by synthesis & 17 \\
\quad Post-synthesis average cell area & 8.15 um\^{}2 \\
\quad Part of the Yosys area used for sequential elements & 0\% \\
\quad Number of instances in the synthesized netlist & 31 \\
\quad Adder and majority gate portion of the synthesized area & 29.7\% \\
\quad Share of synthesized area spent on multiplexers & 18.3\% \\
\quad Top logic cell family in the synthesized netlist & adder cells \\
\quad Simple logic cell fraction of the synthesized area & 22.3\% \\
\quad Complex Gates by Area & 18.8\% \\
\quad Number of synthesis warnings & 1 \\
\quad Summed instance area of the synthesized netlist & 253 um\^{}2 \\
\quad Yosys synthesis chip area & 253 um\^{}2 \\
\multicolumn{2}{l}{\textbf{Worst hold path}} \\
\quad Tightest Hold Check Type & input pin to output pin \\
\multicolumn{2}{l}{\textbf{Layout}} \\
\quad Number of flip-flops and latches & 0 \\
\quad Fraction of layout cells with a size suffix above 1 & 77.4\% \\
\quad Growth of design area from synthesis to finish & 151\% \\
\quad Layout clock buffers & 0 \\
\quad Post-route cell area & 634 um\^{}2 \\
\quad Area occupied by registers & 0 um\^{}2 \\
\multicolumn{2}{l}{\textbf{Place}} \\
\quad Post-detailed-placement half-perimeter wirelength & 675 um \\
\quad Instance area at placement & 517 um\^{}2 \\
\quad Global placement routability congestion & 0.786 \\
\quad Pre-CTS worst setup slack & -1.20 ns \\
\quad Quantity of I/O buffers inserted on ports & 11 \\
\multicolumn{2}{l}{\textbf{Run}} \\
\quad MaxCap Viol Count & 0 \\
\quad Tool warnings & 41 \\
\multicolumn{2}{l}{\textbf{Clocking}} \\
\quad Count of hold buffers inserted by post-cts repair & 0 \\
\hline
\end{tabular}
[synth_stat cells, drive strengths merged]
cell type | number | area, um^2
a32o | 1 | 10.0
inv | 3 | 11.3
nor2 | 4 | 17.5
o32ai | 1 | 8.76
buf | 2 | 16.3
nand2b | 1 | 6.26
or3b | 1 | 8.76
mux4 | 1 | 26.3
ha | 6 | 75.1
o21ai | 1 | 5.00
a22o | 2 | 17.5
nand2 | 3 | 11.3
a31oi | 1 | 6.26
mux2i | 2 | 20.0
nor2b | 2 | 12.5
[per-stage QoR]
stage	hold WS, ns	std cells	TNS (ns)	util [%]
3_3_place_gp	1.56	95	-7.74	15.1
3_5_place_dp	1.56	95	-7.75	15.1
6_report	0.796	99	-1.45	18.6
5_1_grt	0.825	99	-1.74	18.6
2_1_floorplan	0.540	31	-0.0450	-
4_1_cts	0.810	97	-1.44	17.5
[layout make-up]
type	instances	area, um^2
repair buffers	24	220
well taps	46	57.6
inverters	3	40.0
fillers	380	2780
multi-input cells	26	317
[path summary, 6_finish.rpt]
| path | to | slack (ns) | cells after the start | from |
|---|---|---|---|---|
| worst max-delay path | ssOut[3] | -0.36 | 6 | nIn[1] |
| worst min-delay path | ssOut[1] | 0.80 | 3 | nIn[0] |
[power by group through the flow]
| stage | Sequential, uW | Combinational [uW] | Clock, uW |
|---|---|---|---|
| finish | 0 | 219 | 0 |
| CTS | 0 | 200 | 0 |
| global route | 0 | 238 | 0 |
[placed cells by master (no fill, tap or decap)]
cell type                  n
sky130_fd_sc_hd__ha_2      1
sky130_fd_sc_hd__clkbuf_2  1
sky130_fd_sc_hd__mux4_2    1
sky130_fd_sc_hd__or3b_1    1
sky130_fd_sc_hd__ha_1      1
sky130_fd_sc_hd__a22o_1    2
sky130_fd_sc_hd__buf_12    2
sky130_fd_sc_hd__o32ai_2   1
sky130_fd_sc_hd__a32o_1    1
sky130_fd_sc_hd__nand2_2   1
sky130_fd_sc_hd__nor2_1    2
sky130_fd_sc_hd__ha_4      4
sky130_fd_sc_hd__buf_8     1
sky130_fd_sc_hd__inv_2     1
sky130_fd_sc_hd__mux2i_1   2
sky130_fd_sc_hd__a31oi_1   1
sky130_fd_sc_hd__nand2_4   1
sky130_fd_sc_hd__buf_4     4
sky130_fd_sc_hd__buf_6     8
sky130_fd_sc_hd__inv_16    1
sky130_fd_sc_hd__nand2_1   1
sky130_fd_sc_hd__nor2_2    2
sky130_fd_sc_hd__buf_2     8
sky130_fd_sc_hd__clkinv_8  1
sky130_fd_sc_hd__o21ai_1   1
sky130_fd_sc_hd__nand2b_4  1
sky130_fd_sc_hd__nor2b_4   2
[layer usage]
metal	GRT usage, %	part of all wire (%)	vias to the layer above
li1	-	-	156
met1	4.37	56	137
met2	4.01	41	8
met3	0.341	3.0	0
met4	0	0	0
met5	0	0	-
[timing repair]
item,4_1_cts,5_1_grt
setup buffers,4,2
endpoints found under the setup margin,7,7
pin swaps,8,3
gates resized,60,8
[kinds of logic after synthesis]
family | count (synthesis)
compound gates | 6
fa+ha+maj | 6
buf+inv | 5
mux | 3
simple gates | 11
[tightest hold or removal path, stage by stage]
cell and delay, ns:
sky130_fd_sc_hd__buf_12 0.11, sky130_fd_sc_hd__a32o_1 0.15, sky130_fd_sc_hd__buf_2 0.09
Power is estimated from default activity; no workload was simulated.
